**/design/flow/design.v**
```verilog
module blinky (
	input clk,			 
	input sw_reset,			 
	input sel_go,			 
	input sel_nogo,			 
	input [NBITS-1:0] sw_go,	 
	input [NBITS-1:0] sw_nogo,	 
	input sw_led_enable,		 
	output wire led_red,		 
	output wire gonogo,		 
	output wire second,		 
	output wire minute);		 
parameter NBITS = 4;	
reg rst, led_enable;
always @(*) begin
  if(sw_reset) rst <= 1'd0; else rst <= 1'd1;
end
parameter CLOCK_MHZ = 12;
reg [4:0] tick_cntr;
reg tick_cntr_max;
always @(posedge clk) begin
	if (rst) begin
		tick_cntr <= 0;
		tick_cntr_max <= 0;
	end
	else begin
		if (tick_cntr_max) tick_cntr <= 1'b0;
		else tick_cntr <= tick_cntr + 1'b1;
		tick_cntr_max <= (tick_cntr == (CLOCK_MHZ - 2'd2));
	end
end
reg [9:0] usecond_cntr;
reg usecond_cntr_max;
always @(posedge clk) begin
	if (rst) begin
		usecond_cntr <= 0;
		usecond_cntr_max <= 0;
	end
	else if (tick_cntr_max) begin
		if (usecond_cntr_max) usecond_cntr <= 1'b0;
		else usecond_cntr <= usecond_cntr + 1'b1;
		usecond_cntr_max <= (usecond_cntr == 10'd998);
	end
end
assign msecond = usecond_cntr[9];
reg [9:0] msecond_cntr;
reg msecond_cntr_max;
always @(posedge clk) begin
	if (rst) begin
		msecond_cntr <= 0;
		msecond_cntr_max <= 0;
	end
	else if (usecond_cntr_max & tick_cntr_max) begin
		if (msecond_cntr_max) msecond_cntr <= 1'b0;
		else msecond_cntr <= msecond_cntr + 1'b1;
		msecond_cntr_max <= (msecond_cntr == 10'd998);
	end
end
assign second = msecond_cntr[9];
reg [5:0] second_cntr;
reg second_cntr_max;
always @(posedge clk) begin
	if (rst) begin
		second_cntr <= 0;
		second_cntr_max <= 0;
	end
	else if (msecond_cntr_max & usecond_cntr_max & tick_cntr_max) begin
		if (second_cntr_max) second_cntr <= 1'b0;
		else second_cntr <= second_cntr + 1'b1;
		second_cntr_max <= (second_cntr == 6'd58);
	end
end
assign minute = second_cntr[5];
reg clk_go, clk_nogo;
always @(*) begin
if(sel_nogo) clk_nogo <= second & msecond_cntr_max; else clk_nogo <= minute & second_cntr_max & msecond_cntr_max;
end
always @(*) begin
if(sel_go) clk_go <= second & msecond_cntr_max; else clk_go <= minute & second_cntr_max & msecond_cntr_max;
end
parameter GO = 1'b1, NOGO = 1'b0;
reg [NBITS-1:0] cntr_go; 
reg [NBITS-1:0] cntr_nogo;
reg toggle_gonogo;
always @(posedge clk) begin
	if (rst) begin
		cntr_go = 0;
		cntr_nogo = 0;
		toggle_gonogo = GO;
	end
	if((toggle_gonogo == GO) & clk_go   & usecond_cntr_max & tick_cntr_max) begin
	   cntr_go = cntr_go + 1'b1;
		if (cntr_go == sw_go) begin
		   toggle_gonogo = NOGO;
		   cntr_go = 0;
		end
	end
   else if (  clk_nogo   & usecond_cntr_max & tick_cntr_max) begin
	   cntr_nogo = cntr_nogo + 1'b1;
		if (cntr_nogo == sw_nogo) begin
		   toggle_gonogo = GO;
		   cntr_nogo = 0;
		end
	end
end
assign led_red = toggle_gonogo & sw_led_enable;
assign gonogo = toggle_gonogo;
endmodule
```
**/design/flow/run.sh**
```bash
#!/bin/bash
# OpenROAD 26Q1-2900-gdf79404cd8, Yosys 0.63+post, stock flow scripts
make -C /OpenROAD-flow-scripts/flow DESIGN_CONFIG=/design/flow/config.mk WORK_HOME=/design/flow/orfs finish
```
**/design/flow/config.mk**
```make
export PLATFORM = sky130hd
export DESIGN_NAME = blinky
export DESIGN_NICKNAME = blinky
export VERILOG_FILES = /design/flow/design.v
export SDC_FILE = /design/flow/constraint.sdc
export NUM_CORES = 4
export LEC_CHECK = 1
export CORE_UTILIZATION = 40
```
**/design/flow/constraint.sdc**
```tcl
current_design blinky

set clk_period 3.2
set clk_io_pct 0.2

create_clock -name clk0 -period $clk_period [get_ports {clk}]

set non_clock_inputs [all_inputs -no_clocks]
set_input_delay [expr $clk_period * $clk_io_pct] -clock clk0 $non_clock_inputs
set_output_delay [expr $clk_period * $clk_io_pct] -clock clk0 [all_outputs]
```
==> CHANGELOG.md <==
## Flow update

* Result of the run: finished clean
* Per-cell via count in the routed design at 4.90
* Cell area after placement at 2420 um2
* Post-Synthesis Cells at 255
* Critical setup path kind: in -> reg
* Post-synthesis simple-gate area fraction at 29.0%
* Critical Path Start Type: input port
* Antenna Diode Count at 0
* Global Route Usage Sum at 14.9%
* Max Fclk at 0.436 GHz
* Post-CTS setup-driven buffer insertion count at 0
* Cell total in the yosys stat output at 255
* VDD IR-drop max at 181 uV
* Total of hold buffers inserted after clock tree synthesis at 0
* Row Count at 26
* Area of the synthesized netlist per yosys stat at 2200 um2
* Count of boundary I/O pins at 17
* Final routed wirelength across all metal layers at 3.86 mm
* Total global routing overflow at 0
* Layout cells sized above 1 at 6.59%
* Deepest level of the CTS H-tree at 2
* AND-OR/OR-AND share of the synthesized area at 9.05%
* DIE HEIGHT at 76.1 um
* Area of the die at 5800 um2
* Core footprint at 5200 um2
* Unique cell type count in the Yosys netlist at 47
* CTS tree: yes
* Clock tree sinks at 44
* Final hold slack at 0.462 ns
* Non-filler instance count after layout at 343
* Prevailing post-synth register cell: sky130_fd_sc_hd__dfxtp_1
* Final estimated routing congestion in global placement at 0.792
* Critical Path AT at 2.45 ns
* Path class of the lowest-slack min-delay path: reg -> reg
* Antenna violations before repair at 0
* CP Max Fanout at 3
* Netlist area before placement at 2200 um2
* Post-cts gate resize count at 0
* Share of the synthesized netlist area taken by xor and xnor gates at 11.2%
* Post-route minimum period at 2.29 ns
* Clock root buffer: sky130_fd_sc_hd__clkbuf_8
* Dominant kind of combinational cell: simple AND/OR/NAND/NOR gates
* Data required time of the worst path at 3.36 ns
* Wire length of the first global-routing pass at 7.04 mm
* Period Utilization, post-route at 71.7%
* Maximum number of pins on one net before global-route repair at 19
* Number of flip-flops and latches in the synthesized netlist at 44
* Worst Skew at 0.00300 ns
* Count of routing violations after the opening detailed-route iteration at 87
* Effective utilization at floorplan at 42.2%
* Number of iterations in the first detailed-routing pass at 4
* Async set-or-reset flop fraction in the synthesized netlist at 0%
* Synth-to-layout area growth at 13.5%
* Final-report max-slew violation count at 0
* Average size of a mapped cell at 8.62 um2
* Placed instance count at 336
* Antenna-violating nets left at 0
* RSZ-0062 raised after global routing: false
* TritonCTS buffer count at 5
* Number of design rule violations left after detail routing at 0
* Multiplexer share of the synthesized area at 2.62%
* Number of hold violations in the final report at 0
* Largest buffer count on any clock path at 2
* Final instance area at 2500 um2
* Reported max-cap violation count at 0
* Reg clk slew, reported paths at 0.08 ns
* Worst Max-Slew Pin Slew at 0.366 ns
* Via count at 1681
* Clock latency at the later pin of the worst-skew pair at 0.29 ns
* Power Dens Cells at 369 nW/um2
* Summed negative setup slack over all endpoints at 0 ns
* Fraction of the yosys area taken by sequential cells at 40.1%
* Total tool warning count at 29
* Fa+ha+maj area frac at 5.12%
* Static Leakage at 0.000901 uW
* Flip-flops with a built-in enable at 0
* Type of destination of the critical path: flop
* Average detailed-routed wire length per instance at 11.3 um
* Slew headroom at 75.4%
* YS warnings at 2
* Count of buffers inserted at the top-level ports at 16
* DPL Wire Length at 2.82 mm
* Final number of setup-violating endpoints at 0
* Number of global-route vias before repair at 1573
* Overall die width at 76.1 um
-- through the flow --
step / total power [uW] / setup slack, ns / utilization, %
5_1_grt: 963 / 0.708 / 48.0
6_report: 920 / 0.906 / 48.0
3_3_place_gp: 614 / 0.623 / 46.5
2_1_floorplan: 590 / 0.853 / -
4_1_cts: 937 / 0.901 / 48.0
3_5_place_dp: 614 / 0.602 / 46.5
-- power by group --
group	switching, uW	internal [uW]	leakage (uW)	total [uW]
Sequential	3.01	550	0.000355	553
Combinational	23.1	24.3	0.000505	47.4
Clock	171	148	0.0000410	320
Total	197	723	0.000901	920
-- path summary, 6_finish.rpt --
kind                   to  depth (start not counted)  slack, ns          from
max            cntr_go[2]                          8       0.91      sw_reset
min reg2reg  tick_cntr[0]                          1       0.46  tick_cntr[0]
min          tick_cntr[0]                          1       0.46  tick_cntr[0]
max reg2reg    cntr_go[2]                          7       1.39    cntr_go[1]
-- synthesized netlist by cell type, types with 2 or more instances --
library cell / count / area, um2
sky130_fd_sc_hd__dfxtp_1: 44 / 881
sky130_fd_sc_hd__nor2_1: 38 / 143
sky130_fd_sc_hd__nand2_1: 30 / 113
sky130_fd_sc_hd__xor2_1: 16 / 140
sky130_fd_sc_hd__xnor2_1: 12 / 105
sky130_fd_sc_hd__nand3_1: 11 / 55.1
sky130_fd_sc_hd__ha_1: 9 / 113
sky130_fd_sc_hd__nand4_1: 9 / 56.3
sky130_fd_sc_hd__nor3_1: 8 / 40.0
sky130_fd_sc_hd__a21oi_1: 7 / 35.0
sky130_fd_sc_hd__inv_1: 7 / 26.3
sky130_fd_sc_hd__and3_1: 6 / 37.5
sky130_fd_sc_hd__and2_1: 5 / 31.3
sky130_fd_sc_hd__o21ai_0: 4 / 20.0
sky130_fd_sc_hd__o22ai_1: 4 / 25.0
sky130_fd_sc_hd__buf_4: 3 / 22.5
sky130_fd_sc_hd__mux2i_1: 3 / 30.0
sky130_fd_sc_hd__nand2b_1: 3 / 18.8
sky130_fd_sc_hd__clkbuf_1: 2 / 7.51
sky130_fd_sc_hd__mux2i_2: 2 / 27.5
sky130_fd_sc_hd__nand3b_1: 2 / 15.0
sky130_fd_sc_hd__nand4b_1: 2 / 17.5
sky130_fd_sc_hd__o2bb2ai_1: 2 / 17.5
sky130_fd_sc_hd__o31ai_1: 2 / 15.0
sky130_fd_sc_hd__or3_1: 2 / 12.5
-- layout make-up --
cell class                      instances  area [um2]
Clock buffer                            6        72.6
Clock inverter                          1        5.00
Fill cell                             509        2710
Inverter                                8        30.0
Multi-Input combinational cell        197        1250
Sequential cell                        44         881
Tap cell                               70        87.6
Timing Repair Buffer                   17         168
-- worst max-delay path, stage by stage --
cell	delay (ns)
sky130_fd_sc_hd__clkdlybuf4s50_1	0.44
sky130_fd_sc_hd__and2_1	0.17
sky130_fd_sc_hd__ha_1	0.24
sky130_fd_sc_hd__xnor2_1	0.19
sky130_fd_sc_hd__xnor2_1	0.13
sky130_fd_sc_hd__nand3_1	0.14
sky130_fd_sc_hd__o31ai_1	0.35
sky130_fd_sc_hd__o22ai_1	0.14
-- cells in the final DEF (no fill, tap or decap), types with 6 or more instances in the layout --
cell type,n
sky130_fd_sc_hd__and3_1,6
sky130_fd_sc_hd__clkdlybuf4s50_1,16
sky130_fd_sc_hd__a21oi_1,7
sky130_fd_sc_hd__xnor2_1,12
sky130_fd_sc_hd__nor3_1,8
sky130_fd_sc_hd__xor2_1,16
sky130_fd_sc_hd__nand2_1,30
sky130_fd_sc_hd__ha_1,9
sky130_fd_sc_hd__nand4_1,9
sky130_fd_sc_hd__nor2_1,38
sky130_fd_sc_hd__dfxtp_1,44
sky130_fd_sc_hd__inv_1,7
sky130_fd_sc_hd__nand3_1,11
-- layer usage --
| layer | GRT usage [%] | routed length (um) | share of wire [%] | vias up |
|---|---|---|---|---|
| met4 | 2.12 | 65 | 1.7 | 0 |
| met2 | 21.7 | 1540 | 40 | 18 |
| li1 | - | - | - | 913 |
| met3 | 2.68 | 110 | 2.8 | 8 |
| met1 | 24.2 | 2150 | 56 | 742 |
| met5 | 0 | 0 | 0 | - |
-- sequential cells by signal (all words and copies together), names as in the netlist --
name and flops:
cntr_go 4, cntr_nogo 4, msecond_cntr 10, msecond_cntr_max 1, second_cntr 6, second_cntr_max 1, tick_cntr 5, tick_cntr_max 1
toggle_gonogo 1, usecond_cntr 10, usecond_cntr_max 1
-- logic make-up after synthesis --
kind of cell    after synthesis
compound gates               28
xor+xnor                     28
fa+ha+maj                     9
buf+inv                      14
flops                        44
mux                           5
simple gates                127
Power is estimated from default activity; no workload was simulated.
